File: /design/flow/run.sh
#!/bin/bash
# OpenROAD 26Q1-2900-gdf79404cd8, Yosys 0.63+post, stock flow scripts
make -C /OpenROAD-flow-scripts/flow DESIGN_CONFIG=/design/flow/config.mk WORK_HOME=/design/flow/orfs finish
File: /design/flow/config.mk
export PLATFORM = sky130hd
export DESIGN_NAME = BHT
export DESIGN_NICKNAME = BHT
export VERILOG_FILES = /design/flow/design.v
export SDC_FILE = /design/flow/constraint.sdc
export NUM_CORES = 4
export LEC_CHECK = 1
export CORE_UTILIZATION = 40
File: /design/flow/design.v
module BHT(CLK,
	   RST,
	   PC_IN_PRED, SKIP_OFF_IN, TAKE_OFF_IN, TAKE_OUT,  
	   PC_IN_RES, TAKE_IN, WE  
	   );
   parameter num_entries = 4;
   parameter addr_width = 32;
   localparam entry_width = $clog2(num_entries);
   localparam SKIP_S = 2'd0,
     SKIP_W = 2'd1,
     TAKE_W = 2'd2,
     TAKE_S = 2'd3;   
   input CLK;
   input RST;   
   input [addr_width - 1 : 0] PC_IN_PRED;
   input [addr_width - 1 : 0] SKIP_OFF_IN;   
   input [addr_width - 1 : 0] TAKE_OFF_IN;
   output [addr_width - 1 : 0] TAKE_OUT;
   input  [addr_width - 1 : 0] PC_IN_RES;
   input  TAKE_IN;
   input  WE;
   reg [1:0]  hist[0:num_entries-1];
   reg [1:0]  NEXT_PRED;
   reg [addr_width-1: 0] REQ_PC;   
   wire [entry_width-1: 0] UPD_ENT;
   wire [entry_width-1: 0] REQ_ENT;   
   wire [1:0] CUR_PRED;
   wire [1:0] REQ_PRED;   
   integer    initi;
   assign REQ_ENT = PC_IN_PRED[entry_width-1:0];
   assign REQ_PRED = hist[REQ_ENT];
   assign TAKE_OUT = REQ_PC;
   assign UPD_ENT = PC_IN_RES[entry_width-1:0];
   assign CUR_PRED = hist[UPD_ENT];   
   always@(*)
     begin
	case (REQ_PRED)
	  SKIP_S: begin
	     REQ_PC = PC_IN_PRED + SKIP_OFF_IN;
	  end
	  SKIP_W: begin
	     REQ_PC = PC_IN_PRED + SKIP_OFF_IN;	     
	  end
	  TAKE_W: begin
	     REQ_PC = PC_IN_PRED + TAKE_OFF_IN;
	  end
	  TAKE_S: begin
	     REQ_PC = PC_IN_PRED + TAKE_OFF_IN;	     
	  end
	endcase  
     end  
   always@(*)     
     begin
	case (CUR_PRED)
	  SKIP_S: begin
	     NEXT_PRED = (TAKE_IN) ? SKIP_W : SKIP_S;	     
	  end
	  SKIP_W: begin
	     NEXT_PRED = (TAKE_IN) ? TAKE_W : SKIP_S;	     
	  end
	  TAKE_W: begin
	     NEXT_PRED = (TAKE_IN) ? TAKE_S : SKIP_W;	     
	  end	 
	  TAKE_S: begin
	     NEXT_PRED = (TAKE_IN) ? TAKE_S : TAKE_W;
	  end
	endcase  
     end  
   always@(posedge CLK)
     begin
	if (RST == 1)
	  begin
	     for (initi = 0; initi <= num_entries - 1; initi = initi + 1)
	       begin
		  hist[initi] <= TAKE_W;  
	       end
	  end
	else
	  begin
	     if (WE)
	       begin
		  hist[UPD_ENT] <=  NEXT_PRED;
	       end
	  end
     end  
endmodule
File: /design/flow/constraint.sdc
current_design BHT

set clk_period 25.8
set clk_io_pct 0.2

create_clock -name clk0 -period $clk_period [get_ports {CLK}]

set non_clock_inputs [all_inputs -no_clocks]
set_input_delay [expr $clk_period * $clk_io_pct] -clock clk0 $non_clock_inputs
set_output_delay [expr $clk_period * $clk_io_pct] -clock clk0 [all_outputs]
==> results.py <==
# Physical implementation metrics
metrics = {
    "clocking": {
        "clk_path_buf_depth": 2,
        "htree_levels": 1,
        "clkSlewWorstSetupHoldPaths_ns": 0.04,
        "cts_buffers": 3,
        "cts_tree": "done",
        "cts.sink_count": 8,
        "postCtsSetupBuffers": 0,
        "clk_latency_ns": 0.22,
        "cts_hold_buf": 0,
        "cts_resized": 0,
        "root_buffer": "clkbuf_8",
    },
    "global_route": {
        "grt_pass1_wl_um": 11420,
        "grt_usage": 0.2134,
        "met3_usage": 0.02255,
        "use_met1": 0.3127,
        "grt_start_max_net_pins": 19,
        "grt_overflow_total": 0,
        "grtUsageMet2": 0.3483,
        "grt_pass1_vias": 2662,
        "grt_busiest_layer": "met2",
        "antenna_found_initial": 0,
    },
    "synthesis": {
        "synth-main-ff-cell": "edfxtp_1",
        "edf_count": 8,
        "ys_top_cells_by_count": "34 x ha_1, 32 x a21oi_1, 32 x mux2_2",
        "synthXorXnorAreaFrac": 0.1071,
        "synth-adder-area-share": 0.1836,
        "ys_chip_area_um2": 2535,
        "ys_top_cells_by_area": "ha_1 17%, mux2_2 14%, edfxtp_1 9.5%",
        "syn_area_per_cell_um2": 8.073,
        "ys_cells": 314,
        "synth_top_cell_by_area": "ha_1",
        "syn-cell-area_um2": 2535,
        "ys_sh_aoi": 0.2315,
        "synth_flops": 8,
        "yosys.area_share.simple": 0.1693,
        "ys_seq_frac": 0.09477,
        "yosysWarnings": 1,
        "postSynth.asyncResetShare": 0,
        "syn_inst": 314,
        "synth.most_common_cell": "ha_1",
        "synth.top_cell.area_share": 0.1678,
        "synth.distinct_cells": 50,
        "ys_top_logic_family": "AND-OR/OR-AND gates",
        "mux_share": 0.1757,
    },
    "drt": {
        "routed_wl_um": 6807,
        "vias_per_cell": 5.461,
        "vias": 2807,
        "antenna_cells": 0,
        "drtAntennaViolNets": 0,
        "firstDrtPassIters": 5,
        "post_drt_wl_per_cell_um": 13.24,
        "drtIter0Drc": 102,
        "drc": 0,
    },
    "floorplan": {
        "dieArea_um2": 6659,
        "core-area_um2": 6026,
        "die_y_um": 81.61,
        "num_rows": 28,
        "fp_util": 0.4207,
        "io-pin-count": 164,
        "die_w_um": 81.61,
    },
    "sta": {
        "finalMaxSlewViolations": 0,
        "min_period_ns": 14.62,
        "finalCritPeriodShare": 0.5668,
        "relSlewSlack": 0.5454,
        "whs_ns": 0.9725,
        "setup_tns_ns": 0,
        "finalHoldViolCount": 0,
        "fmax_ghz": 0.06838,
        "rsz0062_at_grt": "false",
        "setup_viol": 0,
        "worstMarginPinSlew_ns": 0.6761,
        "skew_ns": 0.002383,
    },
    "status": {
        "status": "finished clean",
    },
    "worst_setup_path": {
        "worstPathArrival_ns": 9.46,
        "cp_max_fo": 18,
        "crit_type": "input port to output pin",
        "endpoint_kind": "output pin",
        "crit_required_ns": 20.64,
        "setup.worst_path.start_class": "input port",
    },
    "finish": {
        "largest_register_ffs": 8,
        "top_regs": "hist (8)",
        "utilization": 0.6574,
        "areaGrowthSynthToFinish_pct": 56.27,
        "drive_above_1_share": 0.1139,
        "stdcell_count": 514,
        "top_register": "hist",
    },
    "pwr": {
        "irDropWorstVdd_uv": 39.82,
        "power_density_nw_per_um2": 31.78,
        "cellLeakagePower_nw": 1.567,
    },
    "place": {
        "port_buffers": 133,
        "place_congestion": 0.8996,
        "dp_hpwl_um": 5901,
        "place_inst": 511,
    },
    "run": {
        "warnings": 59,
        "drv_cap": 0,
    },
    "worst_hold_path": {
        "worstHoldPathType": "register to register",
    },
}
==> per-stage QoR <==
step,worst slack [ns],power (mW),cell area (µm²)
after global placement,11.18,0.1118,3920
after detailed placement,11.12,0.1122,3920
after floorplan,12.66,0.06172,2535
final,11.18,0.1259,3961
after CTS,11.14,0.1269,3961
after global routing,10.78,0.1367,3961
==> layout make-up <==
cell class              count  area, µm²
repair buffers            134       1339
well taps                  75      93.84
fillers                   521       2064
flip-flops and latches      8      240.2
clock buffers               3      41.29
multi-input cells         281       2198
inverters                  13      48.80
==> worst paths after layout <==
path                      start            to  slack (ns)  cells after the start
setup / recovery  PC_IN_PRED[0]  TAKE_OUT[28]       11.18                     15
hold reg to reg      hist[0][0]    hist[0][1]        0.97                      3
setup reg to reg     hist[3][0]    hist[2][1]       23.84                      4
hold / removal       hist[0][0]    hist[0][1]        0.97                      3
==> layout by cell type, fill, tap and decap left out, drive strengths merged, types with 8 or more instances in the layout <==
cell	count
nor2	15
xnor2	20
edfxtp	8
a21oi	32
o21ai	18
inv	13
clkdlybuf4s50	133
ha	34
nand2	26
a21o	8
mux2	32
xor2	11
==> layer usage <==
layer,routed length (µm),share of wire
met5,0,0
met1,3189,0.47
met4,87,0.013
met2,3031,0.45
met3,499,0.073
==> report_power, final <==
part / internal (mW) / switching, mW
combinational: 0.0598 / 0.0368
sequential: 0.0149 / 0.000141
clock: 0.0100 / 0.00412
total: 0.0848 / 0.0411
==> kinds of logic (layout without fill, tap and decap cells) <==
logic type,after synthesis,after routing
AND-OR/OR-AND,91,91
XOR/XNOR,31,31
adder cells (fa/ha/maj),37,37
buffers and inverters,25,150
flip-flops,8,8
multiplexers,38,38
AND/OR/NAND/NOR,84,84
==> critical path, cell delays in order <==
cell and delay, ns:
clkdlybuf4s50_1 0.55, mux2i_1 0.20, mux2_2 0.45, mux2_2 0.23, ha_1 0.19, inv_1 0.07
fa_1 0.39, inv_1 0.07, a21o_2 0.12, a41oi_1 0.28, o31ai_1 0.69, a21oi_1 0.15
a211oi_1 0.25, xor2_1 0.18, clkdlybuf4s50_1 0.48
Power figures rest on the tool's default switching activity, not on a simulated workload.
