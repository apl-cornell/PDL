$ cat design/flow/constraint.sdc
current_design CheckpointBypassRF

set clk_period 2.8
set clk_io_pct 0.2

create_clock -name clk0 -period $clk_period [get_ports {CLK}]

set non_clock_inputs [all_inputs -no_clocks]
set_input_delay [expr $clk_period * $clk_io_pct] -clock clk0 $non_clock_inputs
set_output_delay [expr $clk_period * $clk_io_pct] -clock clk0 [all_outputs]
$ cat design/flow/design.v
module CheckpointBypassRF(CLK,
		RST,
		ADDR_IN, NAME_OUT, ALLOC_E, ALLOC_READY,  
		ADDR_1, RNAME_OUT_1, RRESE_1, RRES_READY_1,   
		ADDR_2, RNAME_OUT_2, RRESE_2, RRES_READY_2,   
		NAME_IN_1, D_IN_1, WE_1,      
		NAME_IN_2, D_IN_2, WE_2,      
		RD_NAME_1, D_OUT_1,             
		RD_NAME_2, D_OUT_2,             
		VALID_OUT_1,     
		VALID_OUT_2,     
		W_F, WFE, F_READY,                      
		FE_1,                  
		FE_2,                   
		CHK_OUT, CHK_E, CHK_READY,  
		ROLLBK_IN, DO_ROLL, DO_REL, ROLLBK_E  
		);
   parameter addr_width = 1;
   parameter data_width = 1;
   parameter name_width = 1;
   parameter numNames = 2 ** name_width;
   parameter lo_arch = 0;
   parameter hi_arch = 1;   
   parameter binaryInit = 0;
   parameter file = "";   
   wire [name_width-1 : 0] RS1,RS2;
   assign RS1 = 0;
   assign RS2 = 1;
   input CLK;
   input RST;
   input [addr_width - 1 : 0] ADDR_IN;
   input 		      ALLOC_E;
   input [addr_width - 1 : 0] ADDR_1;
   input 		      RRESE_1;   
   input [addr_width - 1 : 0] ADDR_2;
   input 		      RRESE_2;
   output 		      ALLOC_READY;
   output [name_width - 1 : 0] NAME_OUT;
   output [name_width - 1 : 0] RNAME_OUT_1;
   output 		       RRES_READY_1;   
   output [name_width - 1 : 0] RNAME_OUT_2;
   output 		       RRES_READY_2;   
   input [name_width - 1 : 0] NAME_IN_1;
   input [data_width - 1 : 0] D_IN_1;
   input 		      WE_1;
   input [name_width - 1 : 0] NAME_IN_2;
   input [data_width - 1 : 0] D_IN_2;
   input 		      WE_2;   
   input [name_width - 1 : 0] RD_NAME_1;
   input [name_width - 1 : 0] RD_NAME_2;   
   output [data_width - 1 : 0] D_OUT_1;
   output [data_width - 1 : 0] D_OUT_2;
   output 		       VALID_OUT_1;   
   output 		       VALID_OUT_2;
   input [name_width - 1 : 0]  W_F;
   input 		       WFE;   
   output                      F_READY;
   input 		       FE_1;
   input 		       FE_2;
   input 		       CHK_E;
   output 		       CHK_READY;   
   output [name_width - 1 : 0] CHK_OUT;
   input [name_width - 1 : 0]  ROLLBK_IN;
   input 		       DO_ROLL, DO_REL, ROLLBK_E;   
   reg [data_width - 1 : 0]    rf[lo_arch:hi_arch];
   reg [name_width - 1 : 0]    rf1_owner;   
   reg [data_width - 1 : 0]    rf1;
   reg [name_width - 1 : 0]    rf1_write;
   reg 			       rf1_valid;
   reg 			       rf1_inUse;
   reg [name_width - 1 : 0]    rf2_owner;      
   reg [data_width - 1 : 0]    rf2;
   reg [name_width - 1 : 0]    rf2_write;
   reg 			       rf2_valid;
   reg 			       rf2_inUse;
   reg [name_width - 1: 0]    wQueueHead;
   reg [addr_width - 1 : 0]    wQueueAddr[ 0 : numNames - 1];   
   reg 			       wQueueValid[ 0 : numNames - 1];
   reg 			       wQueueWritten[ 0 : numNames - 1];
   reg [data_width - 1 : 0]    wQueueData[ 0 : numNames - 1 ];
   reg [name_width - 1 : 0]    wQueueOwner;
   function automatic [0:0] isNewer(input [name_width - 1 : 0] a, b, h);
      reg 		       nohmid;      
      reg 		       hmid;
      reg 		       isOlder;
      begin
	 nohmid = a < b && !(a < h && b >= h);
	 hmid = (b < h) && (a >= h);
	 isOlder = nohmid || hmid;
	 isNewer = !isOlder;
      end
   endfunction  
   reg [name_width - 1 : 0] nextCheck;  
   reg [name_width - 1 : 0] chkQueue [ 0 : numNames - 1];  
   reg 			    chkBusy [0 : numNames -1 ];  
   wire [numNames - 1 : 0]   rf1_foundc_bv;   
   wire 				       rf1_foundc;
   wire 				       rf1_foundc_stg [0: numNames]; 				       
   wire [name_width - 1 : 0] 		       rf1_conflict_stg [0: numNames];
   wire [name_width - 1 : 0] 		       rf1_conflict;
   generate genvar k;
      for(k=0; k <numNames; k = k + 1)
	begin
	   assign rf1_foundc_bv[k] = (wQueueAddr[k] == ADDR_1) && wQueueValid[k];
	end
   endgenerate
   assign rf1_foundc = |rf1_foundc_bv;
   assign rf1_foundc_stg[0] = 0;
   assign rf1_conflict_stg[0] = 0;   
   generate genvar i;
      for(i=0; i < numNames; i = i + 1)
	begin
	   assign rf1_foundc_stg[i+1] = (rf1_foundc_bv[i]) ? 1 : rf1_foundc_stg[i];
	   assign rf1_conflict_stg[i+1] = (rf1_foundc_bv[i] && (isNewer(i, rf1_conflict_stg[i], wQueueHead) || !rf1_foundc_stg[i])) ?
					   i : rf1_conflict_stg[i];
	end
   endgenerate
   assign rf1_conflict = rf1_conflict_stg[numNames];
   wire [numNames - 1 : 0]   rf2_foundc_bv;   
   wire 				       rf2_foundc;
   wire 				       rf2_foundc_stg [0: numNames]; 				       
   wire [name_width - 1 : 0] 		       rf2_conflict_stg [0: numNames];
   wire [name_width - 1 : 0] 		       rf2_conflict;
   generate genvar j;
      for(j=0; j <numNames; j = j + 1)
	begin
	   assign rf2_foundc_bv[j] = (wQueueAddr[j] == ADDR_2) && wQueueValid[j];	   
	end
   endgenerate
   assign rf2_foundc = |rf2_foundc_bv;
   assign rf2_foundc_stg[0] = 0;
   assign rf2_conflict_stg[0] = 0;   
   generate genvar l;
      for(l=0; l < numNames; l = l + 1)
	begin
	   assign rf2_foundc_stg[l+1] = (rf2_foundc_bv[l]) ? 1 : rf2_foundc_stg[l];
	   assign rf2_conflict_stg[l+1] = (rf2_foundc_bv[l] && (isNewer(l, rf2_conflict_stg[l], wQueueHead) || !rf2_foundc_stg[l])) ?
					   l : rf2_conflict_stg[l];
	end
   endgenerate
   assign rf2_conflict = rf2_conflict_stg[numNames];
   wire rf1_hasc,rf2_hasc;
   assign rf1_hasc = rf1_foundc && !wQueueWritten[rf1_conflict];
   assign rf2_hasc = rf2_foundc && !wQueueWritten[rf2_conflict];
   wire [ data_width - 1 : 0 ] RF_DATA_1, RF_DATA_2;
   wire 		       RF_FWD11, RF_FWD12, RF_FWD21, RF_FWD22;   
   wire 		       stillConflict1, stillConflict2;
   assign RF_FWD11 = WE_1 && NAME_IN_1 == rf1_conflict && rf1_hasc;   
   assign RF_FWD12 = WE_1 && NAME_IN_1 == rf2_conflict && rf2_hasc;   
   assign RF_FWD21 = WE_2 && NAME_IN_2 == rf1_conflict && rf1_hasc;   
   assign RF_FWD22 = WE_2 && NAME_IN_2 == rf2_conflict && rf2_hasc;
   assign RF_DATA_1 = (RF_FWD11) ? D_IN_1 :
		      ((RF_FWD21) ? D_IN_2 :
		      (rf1_foundc ? wQueueData[rf1_conflict] :
		       rf[ADDR_1]));
   assign RF_DATA_2 = (RF_FWD12) ? D_IN_1 :
		      ((RF_FWD22) ? D_IN_2 :
		       (rf2_foundc ? wQueueData[rf2_conflict] :
			rf[ADDR_2]));   
   assign stillConflict1 = rf1_hasc && (!RF_FWD11) & (!RF_FWD21);
   assign stillConflict2 = rf2_hasc && (!RF_FWD12) & (!RF_FWD22);   
   assign ALLOC_READY = !wQueueValid[wQueueHead];   
   assign NAME_OUT = wQueueHead;
   assign F_READY = wQueueOwner == W_F;
   assign RNAME_OUT_1 = RS1;   
   assign RNAME_OUT_2 = RS2;
   assign RRES_READY_1 = !rf1_inUse | FE_1;
   assign RRES_READY_2 = !rf2_inUse | FE_2;   
   wire FWD11, FWD12, FWD21, FWD22;
   assign FWD11 = WE_1 & (NAME_IN_1 == rf1_write);   
   assign FWD21 = WE_2 & (NAME_IN_2 == rf1_write);
   assign FWD12 = WE_1 & (NAME_IN_1 == rf2_write);   
   assign FWD22 = WE_2 & (NAME_IN_2 == rf2_write);   
   reg [data_width - 1 : 0 ] RF1_OUT, RF2_OUT;
   always@(*)
     begin
	case ({rf1_valid, FWD11, FWD21})
	  3'b010 : RF1_OUT <= D_IN_1;
	  3'b001 : RF1_OUT <= D_IN_2;
	  default : RF1_OUT <= rf1;	  
	endcase  
	case ({rf2_valid, FWD12, FWD22})
	  3'b010 : RF2_OUT <= D_IN_1;
	  3'b001 : RF2_OUT <= D_IN_2;
	  default : RF2_OUT <= rf2;	  	  
	endcase  
     end  
   assign D_OUT_1 =  RF1_OUT;   
   assign D_OUT_2 =  RF2_OUT;
   wire RF1_VALID, RF2_VALID;   
   assign RF1_VALID = rf1_inUse & (rf1_valid | FWD11 | FWD21);   
   assign RF2_VALID = rf2_inUse & (rf2_valid | FWD12 | FWD22);   
   assign VALID_OUT_1 = RF1_VALID;   
   assign VALID_OUT_2 = RF2_VALID;
   assign CHK_OUT = nextCheck;
   assign CHK_READY = !chkBusy[nextCheck];   
   wire [name_width - 1 : 0] chkPointer;
   assign chkPointer = (ALLOC_E && ALLOC_READY) ? wQueueHead + 1 : wQueueHead;   
   wire [name_width - 1 : 0] rollBkWQueue;
   assign rollBkWQueue = chkQueue[ROLLBK_IN];   
   integer initq;   
   integer 		       siminit;
   integer 		       rbi;
   initial
     begin
	if (binaryInit)
	  $readmemh(file, rf, lo_arch, hi_arch);
	else
	  begin
	     for (siminit = lo_arch; siminit <= hi_arch; siminit = siminit + 1)
	       rf[siminit] = 0;	     
	  end
     end
   always@(posedge CLK)
     begin
     if (RST == 1)
       begin
	  rf1_valid <=  0;
	  rf2_valid <=  0;
	  rf1_inUse <=  0;
	  rf2_inUse <=  0;	  
	  wQueueHead <=  0;
	  wQueueOwner <=  0;
	  nextCheck <=  0;	  
	  for (initq = 0; initq < numNames ; initq = initq + 1)
	    begin
	       wQueueValid[initq] <=  0;
	       wQueueWritten[initq] <=  0;
	       chkBusy[initq] <=  0;	       
	    end	  
       end
     else
       begin
	  if (CHK_E && CHK_READY)
	    begin
	       nextCheck <=  nextCheck + 1;
	       chkQueue[nextCheck] <=  chkPointer;
	       chkBusy[nextCheck] <=  1;	       
	    end	  	  
	  if (ROLLBK_E && DO_ROLL)
	    begin
	       wQueueHead <=  rollBkWQueue;	       
	       for (rbi = 0; rbi < numNames; rbi = rbi + 1)
		 begin		    
		    if (rbi == wQueueHead || isNewer(rbi, rollBkWQueue, wQueueHead))
		      begin
			 wQueueValid[rbi] <=  0;
			 wQueueWritten[rbi] <=  0;
		      end
		    if ((rbi != ROLLBK_IN) && isNewer(rbi, ROLLBK_IN, nextCheck)) chkBusy[rbi] <=  0;
		 end
	       if ((rf1_owner != ROLLBK_IN) && isNewer(rf1_owner, ROLLBK_IN, nextCheck))
		 begin		    
		    rf1_inUse <=  0;
		    rf1_valid <=  0;
		 end
	       if ((rf2_owner != ROLLBK_IN) && isNewer(rf2_owner, ROLLBK_IN, nextCheck))
		 begin
		    rf2_inUse <=  0;
		    rf2_valid <=  0;
		 end	       
	    end  
	  if (ROLLBK_E && DO_REL)
	    begin
	       chkBusy[ROLLBK_IN] <=  0;	       
	    end
	  if (ALLOC_E && ALLOC_READY)
	    begin
	       wQueueWritten[wQueueHead] <=  0;	       
	       wQueueValid[wQueueHead] <=  1;
	       wQueueAddr[wQueueHead] <=  ADDR_IN;	       
	       wQueueHead <=  wQueueHead + 1;
	    end
	  if (WE_1)
	    begin
	       wQueueWritten[NAME_IN_1] <=  1;
	       wQueueData[NAME_IN_1] <=  D_IN_1;	       
	    end
	  if (WE_2)
	    begin
	       wQueueWritten[NAME_IN_2] <=  1;
	       wQueueData[NAME_IN_2] <=  D_IN_2;	       	       
	    end
	  if (WFE & F_READY)
	    begin
	       wQueueValid[W_F] <=  0;
	       wQueueWritten[W_F] <=  0;	       
	       wQueueOwner <=  wQueueOwner + 1;
	       rf[wQueueAddr[W_F]] <=  wQueueData[W_F];	       
	    end
	  if (RRES_READY_1 & RRESE_1)
	    begin
	       rf1_owner <=  CHK_OUT;	       
	       rf1_inUse <=  1;
	       rf1_write <=  rf1_conflict;	       
	       rf1 <=  RF_DATA_1;
	       rf1_valid <=  !stillConflict1;
	    end
	  else if (FE_1)
	    begin	       
	       rf1_inUse <=  0;
	       rf1_valid <=  0;
	    end
	  else if ((!rf1_valid) && (FWD11 || FWD21))
	    begin
	       rf1_valid <=  1;
	       rf1 <=  (FWD11) ? D_IN_1 : D_IN_2;
	    end
	  if (RRES_READY_2 & RRESE_2)
	    begin
	       rf2_owner <=  CHK_OUT;	       
	       rf2_inUse <=  1;
	       rf2_write <=  rf2_conflict;
	       rf2_valid <=  !stillConflict2;	       
	       rf2 <=  RF_DATA_2;
	    end
	  else if (FE_2)
	    begin
	       rf2_inUse <=  0;
	       rf2_valid <=  0;
	    end
	  else if ((!rf2_valid) && (FWD12 || FWD22))
	    begin
	       rf2_valid <=  1;
	       rf2 <=  (FWD12) ? D_IN_1 : D_IN_2;
	    end	  
       end  
     end  
endmodule
$ cat design/flow/config.mk
export PLATFORM = sky130hd
export DESIGN_NAME = CheckpointBypassRF
export DESIGN_NICKNAME = CheckpointBypassRF
export VERILOG_FILES = /design/flow/design.v
export SDC_FILE = /design/flow/constraint.sdc
export NUM_CORES = 4
export LEC_CHECK = 1
export CORE_AREA = 10 10 110 110
export DIE_AREA = 0 0 120 120
$ cat design/flow/run.sh
#!/bin/bash
# OpenROAD 26Q1-2900-gdf79404cd8, Yosys 0.63+post, stock flow scripts
make -C /OpenROAD-flow-scripts/flow DESIGN_CONFIG=/design/flow/config.mk WORK_HOME=/design/flow/orfs finish
==> notes.md <==
impl run done, here's what came out: Tool Warnings=27, Post-Route Skew=0.00292 ns, Ys Warns=2, CTS tree=done, # rows=36, htree depth=2, Post-synth ARST share=0%, Fin. Hold Viols=0, fmax=around 370 MHz, register share after synthesis=around 36%, Yosys top cell area share=21.2%, DR vias/cell=4.40, cell area power density=around 480 nW/µm², Main area contributors=edfxtp_1 (21%), dfxtp_1 (15%), nand2_1 (5.1%), cycle use final=slightly below 100%, Worst IR Drop VDD=0.192 mV, antenna violations before repair=0, post-DR wirelength/cell=between 10 and 15 µm, First DRT Iteration DRCs=between 80 and 90, Avg Inst Size Synth=between 8 and 9 µm², Post-Route Setup TNS=0 ns, Synth flops=29, main flop type=dfxtp_1, vias in the first global route=around 1700, Post-CTS Hold Buffers=0, Worst Setup End Kind=output pin, WL final=5.13 mm, CTS root buf=clkbuf_8, fillers=1021, TritonCTS Buffers=5, status=completed, clk sinks=29, PortBufs=33, Yosys top cell by area=edfxtp_1, Crit path arrival time=2.17 ns, WP data required=about 2.2 ns, first-pass GRT wire length=about 8.5 mm, synthesized cell area=about 2000 µm², Die X=between 100 and 150 µm, Worst-path clk slew=roughly 0.070 ns, largest net degree at the start of global routing=18, vias post-DR=approximately 1800, worst hold-check path type=register to register, buffer count from post-CTS setup fixing=0, Worst Setup Start Kind=input port, Late-Pin Clk Latency=around 0.28 ns, DRC Markers=0, cell count after synthesis=229, maxcap violations=0, P&R area growth vs syn=35.2%, minimum clock period=~2.7 ns, crit path kind=input port to output pin, iteration tally of the first detailed-router pass=4, EDFF count, synth=14, clock buffer depth=2, Starting Density=roughly 20%, DP Wirelength=between 3 and 4 mm, Congestion Overflow GR=0, Die H=roughly 120 µm, DIE AREA=about 14000 µm², io pins=38, gr usage total=under 10%, synth unique cells=50, Final Slew Violations=0, # diodes=0, endpoints failing setup=0, most frequent cells after synthesis=nand2_1 (27), nor2_1 (19), dfxtp_1 (15), Yosys Instances=roughly 230, gpl congestion=a little under 0.9, core box area=between 9000 and 10000 µm², critical path fanouts, max=3, leakage=1.02 nW, synthesis area per yosys=~2000 µm², most common cell in the netlist=nand2_1, ANT nets after route=0, final core occ=around 27%, share of layout cells above drive strength 1=between 10 and 15%
==> cell families after synthesis <==
logic type	synth area share [%]
buffers and inverters	5.48
adder cells (fa/ha/maj)	1.26
flip-flops	36.3
multiplexers	6.36
AND/OR/NAND/NOR	19.7
other	0.378
XOR/XNOR	7.94
AND-OR/OR-AND	22.6
==> layout by cell type (no fill, tap or decap), types with 3 or more instances in the layout <==
cell and n:
a211oi_1 5, dfxtp_1 15, nor2_1 19, clkbuf_8 6, clkdlybuf4s50_1 30, o21a_1 3, mux2i_1 7, xnor2_1 8
o21ai_0 10, a22o_1 3, xor2_1 4, a21oi_1 12, nand3_1 10, mux2_2 5, inv_1 7, nand2b_1 9
nor3_1 6, nand2_1 27, a22oi_1 4, a31oi_1 5, buf_4 19, edfxtp_1 14
==> cell type report <==
type	count	area [µm²]	area share, %
multi-input cells	176	1170	43.8
flip-flops and latches	29	721	26.8
repair buffers	52	473	17.6
well taps	133	166	6.20
clock buffers	6	82.6	3.08
clock inverters	2	37.5	1.40
inverters	8	30.0	1.12
==> critical path, cell delays in order <==
cell and delay (ns):
clkdlybuf4s50_1 0.45, buf_4 0.16, nand2_1 0.08, nand3_1 0.10
o22a_1 0.22, o22a_1 0.19, clkdlybuf4s50_1 0.41
==> timing repair <==
item / CTS / global route
endpoints found under the setup margin: 3 / 2
pin swaps: 1 / 0
gates resized: 4 / 2
==> registers in the layout, indices dropped and copies added, names as in the netlist, 2 cells and up, named ones only <==
| signal | flops |
|---|---|
| chkBusy | 2 |
| chkQueue | 2 |
| rf | 2 |
| wQueueAddr | 2 |
| wQueueData | 2 |
| wQueueValid | 2 |
| wQueueWritten | 2 |
==> path summary, 6_finish.rpt <==
kind / from / endpoint / slack (ns) / cells past startpoint
hold reg to reg: chkBusy[1]$_SDFF_PP0_ / chkBusy[1]$_SDFF_PP0_ / 0.50 / 2
setup reg to reg: wQueueAddr[0]$_DFFE_PP_ / rf2$_DFFE_PP_ / 0.48 / 6
setup / recovery: WE_2 / D_OUT_2[0] / 0.07 / 7
hold / removal: chkBusy[1]$_SDFF_PP0_ / chkBusy[1]$_SDFF_PP0_ / 0.50 / 2
==> power by group <==
group | total (mW) | internal, mW | switching, mW
sequential | 0.525 | 0.488 | 0.0370
combinational | 0.308 | 0.169 | 0.139
clock | 0.453 | 0.289 | 0.164
==> per-layer routing <==
layer,global-route usage [%],part of all wire (%),routed length (µm),vias to the layer above
li1,-,-,-,913
met1,10.3,48,2470,822
met2,10.5,44,2250,49
met3,2.19,7.1,364,4
met4,0.754,0.94,48,0
met5,0,0,0,-
==> per-stage QoR <==
| step | total power [mW] | setup WS [ns] | area (µm²) | cells | hold WS, ns |
|---|---|---|---|---|---|
| 4_1_cts | 1.30 | 0.0404 | 2670 | 406 | 0.492 |
| 5_1_grt | 1.36 | -0.0130 | 2690 | 406 | 0.561 |
| 3_3_place_gp | 0.837 | -0.157 | 2550 | 398 | 0.469 |
| 2_1_floorplan | 0.701 | 0.661 | 1990 | 229 | 0.454 |
| 3_5_place_dp | 0.839 | -0.141 | 2550 | 398 | 0.479 |
| 6_report | 1.29 | 0.0711 | 2690 | 406 | 0.496 |
No activity file was given, so power comes from the tool's default toggle rates.
